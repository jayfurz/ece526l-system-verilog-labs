`/design/flow/run.sh`:
```
#!/bin/bash
# OpenROAD 26Q1-2900-gdf79404cd8, Yosys 0.63+post, stock flow scripts
make -C /OpenROAD-flow-scripts/flow DESIGN_CONFIG=/design/flow/config.mk WORK_HOME=/design/flow/orfs finish
```
`/design/flow/config.mk`:
```
export PLATFORM = sky130hd
export DESIGN_NAME = register_file
export DESIGN_NICKNAME = register_file
export VERILOG_FILES = /design/flow/design.v
export SDC_FILE = /design/flow/constraint.sdc
export NUM_CORES = 4
export LEC_CHECK = 1
export CORE_UTILIZATION = 30
```
`/design/flow/constraint.sdc`:
```
current_design register_file

set clk_period 3.5
set clk_io_pct 0.2

create_clock -name clk0 -period $clk_period [get_ports {ws_i}]

set non_clock_inputs [all_inputs -no_clocks]
set_input_delay [expr $clk_period * $clk_io_pct] -clock clk0 $non_clock_inputs
set_output_delay [expr $clk_period * $clk_io_pct] -clock clk0 [all_outputs]
```
`/design/flow/design.v`:
```
`timescale 1ns/1ps
module register_file
    #(parameter Width = 8,
    parameter Depth = 5)(
    input oe_i,
    input cs_ni,
    input ws_i,
    input [Depth-1:0] address_i,
    inout [Width-1:0] data_io
);
reg [Width-1:0] memory [0:2**Depth-1];
reg [Width-1:0] data_reg;
always @ (posedge ws_i) begin
    if (!cs_ni && !oe_i) begin
        memory[address_i] <= data_io;
    end
end
wire read_enable;
assign read_enable = (!cs_ni && oe_i);
genvar i;
generate
    for (i= 0; i < Width; i = i+1) begin : tristate_buf
        bufif1 buffer (data_io[i], memory[address_i][i], read_enable);
    end
endgenerate
endmodule
```
==> commit_impl_results.txt <==
Record implementation results from latest flow run

- The flow did not finish.
- It got as far as clock tree synthesis (4_1_cts) and failed there.
* First error in the log: [error] [KeplerFormal.cpp:679] Workflow failed: Iso has multiple drivers: .data_io0, _542_.Y0
- CTS H-tree lvls: 1
- In the Yosys stats the netlist draws on 23 distinct library cells.
- Per the gpl log, the routability congestion estimate is 0.8954.
- For this design, the sink count on the clock tree is 256.
- Area fraction in full adders, half adders and majority gates: 0%
- Xor/xnor cell area share of the yosys netlist: 0%
- Die Wd: 185.0 um
- Top area contributor share: 76.50%
- Per the post-synthesis stats, the area per cell is 17.66 um^2.
- Before placement the cells fill 30.65% of the core.
* Mux cell area share: 12.75%
- By area, the combinational part of the netlist is dominated by multiplexers.
* Instance count of the mapped netlist: 569
- The synthesized design spends more area on one cell type than any other, namely sky130_fd_sc_hd__edfxtp_1.
- Yosys Instances: 569
- Buffer levels on the longest clock path: 3
- In this run the count of I/O pins placed on the die edge is 16.
- Clk root buf: sky130_fd_sc_hd__clkbuf_16
- Of the synthesized area, sequential elements account for 76.50%.
- Ys Warns: 1
- The mapped netlist covers 0.01005 mm^2.
- The main area contributors are sky130_fd_sc_hd__edfxtp_1 (77%), sky130_fd_sc_hd__mux2i_1 (13%), sky130_fd_sc_hd__o22ai_1 (3.9%), sky130_fd_sc_hd__nor2_1 (1.1%), sky130_fd_sc_hd__buf_2 (1.1%).
* Chip area line of the yosys report: 0.01005 mm^2
* Resized cells post-CTS: 5
* Compound Share, Synth: 4.047%
- Looking at the post-CTS report, the setup buffer insertion count equals 1.
- The die is 185.0 um tall.
* Number of register bits inferred by synthesis: 256
- Simple-gate area share of the yosys netlist: 4.956%
- The buffer_ports step reported a buffer count of 7.
- Number of buffers created by CTS: 26
- Row generation in the floorplan step produced 66 rows.
- Detailed placement ended at an HPWL of 14340 um.
* Placement-stage worst setup slack: -0.1755 ns
* Hold-fix buffers at CTS: 0
## cell usage after synthesis
cell	number
sky130_fd_sc_hd__nand3b_1	4
sky130_fd_sc_hd__clkbuf_2	1
sky130_fd_sc_hd__nor4_1	16
sky130_fd_sc_hd__nand2_1	10
sky130_fd_sc_hd__nand4b_1	4
sky130_fd_sc_hd__o22ai_1	63
sky130_fd_sc_hd__nand4bb_1	5
sky130_fd_sc_hd__mux2i_1	128
sky130_fd_sc_hd__nand3_1	2
sky130_fd_sc_hd__nor2_1	30
sky130_fd_sc_hd__o22ai_2	1
sky130_fd_sc_hd__nand4_1	1
sky130_fd_sc_hd__or4b_1	4
sky130_fd_sc_hd__buf_2	22
sky130_fd_sc_hd__or3b_2	2
sky130_fd_sc_hd__buf_6	2
sky130_fd_sc_hd__or3_1	1
sky130_fd_sc_hd__nor3_1	4
sky130_fd_sc_hd__buf_1	2
sky130_fd_sc_hd__or4_1	2
sky130_fd_sc_hd__clkbuf_1	8
sky130_fd_sc_hd__edfxtp_1	256
sky130_fd_sc_hd__or4bb_1	1
## stage by stage
step / hold WS [ns] / instances / area [um^2]
2_1_floorplan: 0.9509 / 569 / 10050
3_3_place_gp: 0.8472 / 1050 / 11060
3_5_place_dp: 0.8448 / 1050 / 11060
## kinds of logic after synthesis
logic type | Yosys count
multiplexers | 128
flip-flops | 256
buffers and inverters | 35
AND-OR/OR-AND | 64
AND/OR/NAND/NOR | 86
