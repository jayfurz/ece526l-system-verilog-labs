**./design.v**
```verilog
`timescale 1ns / 1ps
module sync_fifo #(
    parameter DATA_WIDTH = 8,
    parameter DEPTH = 32,
    parameter ALMOST_COUNT = 2
) (
    input wire clk,
    input wire reset,
    input wire wr_en,
    input wire rd_en,
    input wire [DATA_WIDTH-1:0] wr_data,
    output reg [DATA_WIDTH-1:0] rd_data,
    output wire empty,
    output wire full,
    output wire almost_empty,
    output wire almost_full,
    output wire valid,
    output wire overflow,
    output wire underflow,
    output wire [DEPTH:0] count
);
reg [DEPTH:0] wr_ptr = 0;
reg [DEPTH:0] rd_ptr = 0;
reg [DATA_WIDTH-1:0] memory [0:DEPTH-1];
    always @(posedge clk or posedge reset) begin
    if(reset) begin
        wr_ptr <= 0;
        rd_ptr <= 0;
    end else begin
        if(wr_en && !full) begin
            memory[wr_ptr] <= wr_data;
            wr_ptr <= wr_ptr + 1;
        end
        if(rd_en && !empty) begin
            rd_data <= memory[rd_ptr];
            rd_ptr <= rd_ptr + 1;
        end
    end
end
assign empty = (wr_ptr == rd_ptr);
assign full = (wr_ptr == rd_ptr + 32);
assign almost_empty = (wr_ptr - rd_ptr <= ALMOST_COUNT && rd_ptr != wr_ptr);
assign almost_full = (rd_ptr - wr_ptr <= ALMOST_COUNT && rd_ptr != wr_ptr);
assign valid = (rd_en && !empty);
assign overflow = (wr_en && full);
assign underflow = (rd_en && empty);
assign count = wr_ptr - rd_ptr;
endmodule
```
**./run.sh**
```bash
#!/bin/bash
# OpenROAD 26Q1-2900-gdf79404cd8, Yosys 0.63+post, stock flow scripts
make -C /OpenROAD-flow-scripts/flow DESIGN_CONFIG=/design/flow/config.mk WORK_HOME=/design/flow/orfs finish
```
**./config.mk**
```make
export PLATFORM = sky130hd
export DESIGN_NAME = sync_fifo
export DESIGN_NICKNAME = sync_fifo
export VERILOG_FILES = /design/flow/design.v
export SDC_FILE = /design/flow/constraint.sdc
export NUM_CORES = 4
export LEC_CHECK = 1
export CORE_UTILIZATION = 40
```
**./constraint.sdc**
```tcl
current_design sync_fifo

set clk_period 7.2
set clk_io_pct 0.2

create_clock -name clk0 -period $clk_period [get_ports {clk}]

set non_clock_inputs [all_inputs -no_clocks]
set_input_delay [expr $clk_period * $clk_io_pct] -clock clk0 $non_clock_inputs
set_output_delay [expr $clk_period * $clk_io_pct] -clock clk0 [all_outputs]
```
==> impl_metrics.toml <==
# flow metrics
[hold_path]
min_delay_path_depth = 1
holdCritPathClass = "flip-flop to flip-flop"
whs_endpoint = "rd_ptr[32]"
worstHoldStart = "rd_ptr[32]"

[floorplan]
die_h_um = 214
fp_util = 0.406
design.portCount = 60
die_w_um = 214
core-area_um2 = 44200
dieArea_um2 = 45800
rows = 77

[sta]
rsz0062_at_grt = "false"
fmax_ghz = 0.150
post-route-min-period_ns = 6.68
finalSetupViolCount = 0
hold_viol = 0
tightest_slew_ns = 0.995
fin_skew_ns = 0.0297
fin_crit_sh = 0.928
setup_tns_ns = 0
slew_violations = 0
worst_slew_margin_rel = 0.332
hold_ws_ns = 0.525

[synthesis]
synth-edff-count = 264
yosys.cell_types.count = 77
topCellsByArea = "edfxtp_1 44%, dfrtp_1 9.2%, ha_1 5.4%"
synth_chip_area_um2 = 18000
yosys_warnings = 2
ys_sh_adder = 0.0558
ys_sh_simple = 0.151
ys_sh_xor = 0.0629
compound_area_frac = 0.156
ys_async_sr_fraction = 0.200
synthCells = 1640
synth_dominant_cell_count = "edfxtp_1"
top_area_frac = 0.441
ys_seq_share = 0.533
ys.flop_type = "edfxtp_1"
postSynthAreaPerCell_um2 = 11.0
mux_share = 0.00696
syn_area_um2 = 18000
yosys.area.top_type = "edfxtp_1"
ys_cells = 1640
logic_family = "AND-OR/OR-AND gates"
synthTopCellsByCount = "264 x edfxtp_1, 111 x nor2_1, 104 x nand2_1, 104 x xnor2_1, 97 x a21oi_1"
synth_flops = 330

[placed_design]
hpwlAfterDp_um = 42600
gp_congestion = 0.988
placed_cells = 2300
io_buffer_count = 59

[setup_path]
r2r_start = "rd_ptr[7]"
startpoint_type = "flip-flop"
worstSetupEndpointType = "primary output"
r2r-end = "memory[28][0]"
reg2reg_depth = 12
crit_type = "flip-flop to primary output"
cp_max_fo = 11
crit_path_start = "wr_ptr[4]"
critPathArrivalTime_ns = 5.24
r2r_slack_ns = 2.30
cp.required_ns = 5.76

[grt]
grt_first_pass_wirelength_um = 86600
first_global_vias = 13600
grt_max_degree = 55
antenna_found_initial = 0
grt_usage = 0.266
gr-total-overflow = 0

[drt]
vias_per_cell = 6.00
antenna_left = 0
drc = 0
antennaDiodeCount = 0
vias = 14200
wl_um = 57700
dr.pass1.iters = 6
drt_iter0_drc = 1191
wl_per_cell_um = 24.4

[run_status]
status = "completed"

[final_layout]
combGateArea_um2 = 7790
stdcell_count = 2361
fillCellCount = 3922
drive_above_1_share = 0.0791
synthToLayoutAreaGrowth_pct = 15.4
seqCellArea_um2 = 9580

[clock_tree]
cts.clk_slew.worst_paths_ns = 0.06
holdBufCountCts = 0
clock_tree.root_cell = "clkbuf_16"
cts.path.max_buffers = 3
cts.repair.resized = 0
cts.sinks = 330
clock_latency_ns = 0.54
post_cts_buffers = 0
h-tree-depth = 2
cts_tree = "yes"
cts_buffers = 34

[job]
warnings = 65
max_cap_viol_count = 0

[power]
leakage_nw = 7.46
worst_ir_drop_vdd_v = 0.000203
power.density_nw_per_um2 = 410
fin_total_pwr_w = 0.00849
[power by group]
part	internal, W	switching, W	leakage [nW]
clock network	0.00107	0.000753	0.556
logic	0.00172	0.00252	3.84
registers	0.00226	0.000176	3.07
[cell families (layout without fill, tap and decap cells)]
kind of cell	after synthesis	count (layout)
xor gates and xnor gates	129	129
AOI/OAI and AO/OA	401	401
buffers and inverters	156	285
and+or+nand+nor	533	533
muxes	12	12
DFF	330	330
adders and majority gates	79	79
[worst max-delay path, stage by stage, from the launching register on]
cell and delay [ns]:
dfrtp_1 0.48, inv_1 0.20, ha_1 0.51, nand4_1 0.25
nor3_1 0.14, nand4_1 0.33, or4b_2 0.62, or4_1 0.47
nor4_1 0.39, nor4bb_1 0.33, nand4bb_1 0.18, nor4_1 0.29
clkdlybuf4s50_1 0.50
[layout by cell type (no fill, tap or decap), types with 6 or more instances in the layout]
cell type / count
buf_4: 71
clkbuf_16: 34
dfrtp_1: 66
o22ai_1: 7
nor2_1: 111
a22o_1: 31
or3_1: 13
o21bai_1: 11
nor3_1: 90
or2_2: 6
nand3_1: 45
and3_1: 16
nor4_1: 41
inv_1: 92
a21oi_1: 97
nand2_1: 104
edfxtp_1: 264
and2_1: 8
o211ai_1: 11
a22oi_1: 36
a21o_1: 19
a221oi_1: 34
o21ai_0: 60
nand4_1: 49
clkinv_1: 6
clkdlybuf4s50_1: 59
mux2i_1: 11
a222oi_1: 14
o21a_1: 13
nand2b_1: 6
nor2b_1: 7
ha_1: 77
o31ai_1: 6
or4_1: 9
a211oi_1: 10
clkbuf_1: 7
xnor2_1: 104
xor2_1: 25
[worst max-delay path by stage]
| stage | to | slack (ns) | depth (start not counted) |
|---|---|---|---|
| final | almost_empty | 0.52 | 12 |
| after global routing | almost_empty | 0.28 | 11 |
| after CTS | almost_empty | 0.61 | 11 |
[flip-flops by register name, indices dropped and copies added (netlist names)]
register	flops
wr_ptr	33
rd_ptr	33
memory	256
rd_data	8
[area by class of cell]
type                       count  share of cell area
clock inverter                20              0.0129
multi-input combinational   1154               0.376
tap                          592              0.0357
sequential                   330               0.462
inverter                      94              0.0170
clock buffer                  41              0.0423
timing repair buffer         130              0.0542
[layer usage]
layer / up-vias / part of all wire / global-route usage
li1: 6478 / - / -
met1: 6868 / 0.42 / 0.393
met2: 745 / 0.44 / 0.375
met3: 79 / 0.12 / 0.129
met4: 4 / 0.021 / 0.0468
met5: - / 0.0022 / 0.0198
[metrics by stage]
| step | util | area [µm²] | setup WS [ns] |
|---|---|---|---|
| after floorplan | - | 18000 | 2.32 |
| after global placement | 0.443 | 19600 | 1.19 |
| after detailed placement | 0.443 | 19600 | 1.17 |
| after CTS | 0.469 | 20700 | 0.606 |
| after global routing | 0.469 | 20700 | 0.283 |
| final | 0.469 | 20700 | 0.516 |
Power is estimated from default activity; no workload was simulated.
