`./config.mk`:
```
export PLATFORM = sky130hd
export DESIGN_NAME = alu
export DESIGN_NICKNAME = alu
export VERILOG_FILES = /design/flow/design.v
export SDC_FILE = /design/flow/constraint.sdc
export NUM_CORES = 4
export LEC_CHECK = 1
export CORE_AREA = 10 10 109 109
export DIE_AREA = 0 0 119 119
```
`./constraint.sdc`:
```
current_design alu

set clk_period 4.7
set clk_io_pct 0.2

create_clock -name clk0 -period $clk_period [get_ports {CLK}]

set non_clock_inputs [all_inputs -no_clocks]
set_input_delay [expr $clk_period * $clk_io_pct] -clock clk0 $non_clock_inputs
set_output_delay [expr $clk_period * $clk_io_pct] -clock clk0 [all_outputs]
```
`./design.v`:
```
`timescale 1ns/100ps
module alu #(
    parameter WIDTH = 8) (
    input CLK, EN, OE,
    input [3:0] OPCODE,
    input [WIDTH-1:0] A, B,
    output reg [WIDTH-1:0] ALU_OUT,
    output reg CF, OF, SF, ZF
);
    localparam ADD_OP  = 4'b0010;
    localparam SUB_OP  = 4'b0011;
    localparam AND_OP  = 4'b0100;
    localparam OR_OP   = 4'b0101;
    localparam XOR_OP  = 4'b0110;
    localparam NOTA_OP = 4'b0111;
    reg [WIDTH-1:0] result;
    reg [WIDTH:0] add_result;
    always @(posedge CLK) begin
        if (EN) begin
            case (OPCODE)
                ADD_OP: begin
                    add_result = A + B;
                    result = add_result[WIDTH-1:0];
                    CF = add_result[WIDTH];
                    OF = (A[WIDTH-1] == B[WIDTH-1]) && (A[WIDTH-1] != result[WIDTH-1]);
                end
                SUB_OP: begin
                    add_result = A + (~B + 1);
                    result = add_result[WIDTH-1:0];
                    CF = (A < B) ? 1 : 0;
                    OF = (A[WIDTH-1] != B[WIDTH-1]) && (A[WIDTH-1] != result[WIDTH-1]);
                end
                AND_OP: begin
                    result = A & B;
                    CF = 0;
                    OF = 0;
                end
                OR_OP: begin
                    result = A | B;
                    CF = 0;
                    OF = 0;
                end
                XOR_OP: begin
                    result = A ^ B;
                    CF = 0;
                    OF = 0;
                end
                NOTA_OP: begin
                    result = ~A;
                    CF = 0;
                    OF = 0;
                end
                default: ;  
            endcase
            SF = result[WIDTH-1];
            ZF = (result == 0) ? 1 : 0;
        end
    end
    always @(posedge CLK) begin
        if (OE) begin
            ALU_OUT = result;
        end
        else begin
            ALU_OUT = {WIDTH{1'bz}};
        end
    end
endmodule
```
`./run.sh`:
```
#!/bin/bash
# OpenROAD 26Q1-2900-gdf79404cd8, Yosys 0.63+post, stock flow scripts
make -C /OpenROAD-flow-scripts/flow DESIGN_CONFIG=/design/flow/config.mk WORK_HOME=/design/flow/orfs finish
```
==> out/metrics.yaml <==
logic_area_um2: 1330
cts_hold_buffers: 0
cp.arrival_ns: 3.70
tool_warnings: 42
area.growth.synth_to_final_pct: 23.6
die_h_um: 119
clk_latency_ns: 0.25
drv_cap: 0
busiest_layer: "met2"
routed-via-count: 1682
die_w_um: 119
yosys.area.top_type: "edfxtp_1"
fmax_mhz: 276
tightest_slew_ns: 0.819
status: "finished clean"
drt_iter0_markers: 93
gp_congestion: 0.920
finalHoldViolCount: 0
hold_path.class: "register to register"
ctsResizeCount: 0
grt_max_degree: 23
p_seq_share_pct: 40.5
swShare_pct: 30.7
maxSlewHeadroom_pct: 45.2
cell_internal_pwr_mw: 0.341
wl_um: 5090
setup_slack_ns: 1.07
synth_flops: 19
min_from: "result[2]$_DFFE_PP_"
drtPass1Iterations: 4
end_kind: "register"
numCtsBuffers: 3
synth_cell_types: 67
ant_nets: 0
drive_gt1_share_pct: 7.14
yosys_area_um2: 2020
globalRouteMet2Util_pct: 10.7
cts_tree: "built"
top_cells_by_area: "edfxtp_1, ha_1, dfxtp_1, inv_1, nand2_1"
ioPinCount: 35
start_kind: "input port"
synth_cells: 224
cpPeakStageDelay_ns: 0.52
holdPathStages: 0
synth_top_area_share_pct: 16.3
clkPwrFrac_pct: 21.6
use_met1_pct: 9.93
worstReg2RegStart: "result[0]$_DFFE_PP_"
drc: 0
synth-edff-count: 11
cts.path.max_buffers: 2
critPathKind: "input port to register"
path_clk_slew_ns: 0.07
max-vdd-ir-drop_v: 0.000110
clkSinkCount: 19
routed_via_density: 4.37
regArea_um2: 490
lay_top_cells: "clkdlybuf4s50_1, inv_1, ha_1"
htree_levels: 1
place_hpwl_um: 4210
rr_worst_depth: 6
min_period_ns: 3.63
final_util_pct: 25.9
initCoreUtil_pct: 21.0
synthArstFlopShare_pct: 0
insertedDiodeCount: 0
post_drt_wl_per_cell_um: 13.2
grt_pass1_vias: 1632
finalCritPeriodShare_pct: 77.2
flop_cell: "edfxtp_1"
total_power_mw: 0.492
core_um2: 9640
skew_ns: 0.00478
syn_avg_cell_area_um2: 9.02
met3_usage_pct: 2.30
path_cells: "clkdlybuf4s50_1, inv_1, ha_1, fa_1, nor3_1, o31ai_2, mux2i_1, a2111oi_2, o2111ai_1, nor4_2"
port-buffer-count: 33
preCtsSetupSlack_ns: 0.785
comb_power_share_pct: 37.9
mostFrequentLayoutCell: "clkdlybuf4s50_1"
path_max_fanout: 3
post_cts_buffers: 0
critPathRequiredTime_ns: 4.77
powerDensity_nw_per_um2: 197
rows: 36
ys_cells: 224
ys_seq_share_pct: 24.3
rsz0062_at_grt: "false"
clock-root-buffer: "clkbuf_8"
overflow: 0
grt_pass1_wl_um: 8420
power_switching_mw: 0.151
grt_use_total_pct: 7.01
critPathSlowestCell: "a2111oi_2"
ys_warn_count: 2
slew_violations: 0
finalSetupTns_ns: 0
hold_slack_ns: 0.377
fillers: 1043
die_area_um2: 14200
netlist_area_um2: 2020
finalSetupViolations: 0
power.leakage_nw: 1.01
setup.worst_path.start: "A[0]"
antenna_found_initial: 0
-- per-stage QoR --
step / cells / cell area, um^2
2_1_floorplan: 224 / 2020
3_3_place_gp: 381 / 2450
3_5_place_dp: 381 / 2450
4_1_cts: 385 / 2500
5_1_grt: 385 / 2500
6_report: 385 / 2500
-- final timing paths --
path | endpoint | slack (ns)
max | ZF$_DFFE_PP_ | 1.07
min reg2reg | ALU_OUT[2]$_DFF_P_ | 0.38
min | ALU_OUT[2]$_DFF_P_ | 0.38
max reg2reg | ZF$_DFFE_PP_ | 3.05
-- kinds of logic after synthesis --
| group | count (synthesis) | share of synthesized area [%] |
|---|---|---|
| buffers and inverters | 41 | 9.78 |
| AOI/OAI and AO/OA | 64 | 25.9 |
| muxes | 5 | 3.10 |
| xor gates and xnor gates | 5 | 2.17 |
| adders and majority gates | 26 | 16.8 |
| DFF | 19 | 24.3 |
| and+or+nand+nor | 64 | 18.0 |
-- per-layer routing --
metal	wire (um)	vias to the layer above
met5	0	-
met4	21	0
met3	463	2
met2	2240	60
met1	2370	752
li1	-	868
-- power groups by stage --
stage | sequential, mW | clock [mW] | combinational [mW]
after CTS | 0.199 | 0.109 | 0.187
after global routing | 0.202 | 0.119 | 0.208
final | 0.199 | 0.106 | 0.186
-- cell usage after synthesis (all sizes together), types with 2 or more instances --
cell     number
inv          29
mux2i         4
fa            2
and2          3
nor2b         6
nor3b         4
o221ai        3
nand2        16
buf          11
and3b         2
or4           2
o21bai        2
or3           2
o211ai        3
a21boi        2
o21ai         5
edfxtp       11
nand2b        5
o31ai         4
o22ai         3
o31a          2
nand3         2
o21a          2
xnor2         3
xor2          2
or2           2
a31oi         2
nor3          3
a21o          3
a21oi         8
o41ai         2
ha           24
a221oi        2
nor2         11
dfxtp         8
o2111ai       2
a41oi         2
a211oi        5
-- layout make-up --
type | instances | share of cell area [%]
Multi-Input combinational cell | 164 | 53.4
Sequential cell | 19 | 19.6
Timing Repair Buffer | 36 | 14.1
Tap cell | 133 | 6.66
Inverter | 29 | 4.36
Clock buffer | 3 | 1.65
Clock inverter | 1 | 0.200
-- sequential cells by signal, indices dropped and copies added, names as in the netlist --
name     flops
ALU_OUT      8
CF           1
OF           1
ZF           1
result       8
-- worst max-delay path, delay by kind of cell --
family | cells | cell delay [ns]
AND-OR/OR-AND | 3 | 0.89
adder cells (fa/ha/maj) | 2 | 0.65
buffers and inverters | 2 | 0.58
AND/OR/NAND/NOR | 2 | 0.48
multiplexers | 1 | 0.16
Power figures rest on the tool's default switching activity, not on a simulated workload.
